`./design.v`:
```
module regs #(parameter n = 8)  
(input logic  clk, w,fetch,addr1,addr2,  
 input logic [n-1:0] Wdata,
 input logic  [1:0] Raddr1, Raddr2,
 output logic [n-1:0] Rdata1, Rdata2
 );
	logic [n-1:0] gpr [3:0];
	always_ff @ (posedge clk)
	begin
		if (w)
            gpr[Raddr1] <= Wdata;
	end
	always_comb
	begin
	   if (addr1==1)
	         Rdata1 =  {n{1'b0}};
		else  if (fetch)
		        Rdata1 =  {n{1'b0}};
              else  
			    Rdata1 = gpr[Raddr1];
        if (addr2==1)
	        Rdata2 =  {n{1'b0}};
	  else  Rdata2 = gpr[Raddr2];
	end	
endmodule  
```
`./run.sh`:
```
#!/bin/bash
# OpenROAD 26Q1-2900-gdf79404cd8, Yosys 0.63+post, stock flow scripts
make -C /OpenROAD-flow-scripts/flow DESIGN_CONFIG=/design/flow/config.mk WORK_HOME=/design/flow/orfs finish
```
`./config.mk`:
```
export PLATFORM = sky130hd
export DESIGN_NAME = regs
export DESIGN_NICKNAME = regs
export VERILOG_FILES = /design/flow/design.v
export SDC_FILE = /design/flow/constraint.sdc
export NUM_CORES = 4
export LEC_CHECK = 1
export CORE_UTILIZATION = 30
```
`./constraint.sdc`:
```
current_design regs

set clk_period 1.6
set clk_io_pct 0.2

create_clock -name clk0 -period $clk_period [get_ports {clk}]

set non_clock_inputs [all_inputs -no_clocks]
set_input_delay [expr $clk_period * $clk_io_pct] -clock clk0 $non_clock_inputs
set_output_delay [expr $clk_period * $clk_io_pct] -clock clk0 [all_outputs]
```
==> qor.tcl <==
set qor(ir_worst_vdd_v) 0.000641
set qor(post_synth_inst_count) 97
set qor(critical_path.endpoint_type) {output port}
set qor(route.detailed.drc) 0
set qor(antenna_found_initial) 0
set qor(detailed_place_hpwl_um) 2220
set qor(top_usage_layer) {met2}
set qor(cts.reportedPaths.clkPinSlew_ns) 0.06
set qor(synth-warning-count) 1
set qor(cts_made_buffers) 5
set qor(number_of_global_route_vias_before_repair) 1241
set qor(postPlaceCellArea_mm2) 0.00196
set qor(critical_path_peak_fanout) 7
set qor(kind_of_critical_path) {input port to output port}
set qor(post_drt_via_cell_ratio) 4.75
set qor(max_freq_mhz) 625
set qor(drt_pre_antenna_iters) 4
set qor(dr_total_vias) 1045
set qor(grt_overflow_total) 0
set qor(ys.flops) 32
set qor(worst_setup_path_start_kind) {input port}
set qor(place.detailed.instances) 201
set qor(synth.lib_cells_used.distinct) 17
set qor(largest_net_degree_at_the_start_of_global_routing) 11
set qor(cp.arrival_ns) 1.28
set qor(synth_chip_area_mm2) 0.00149
set qor(flow.area_growth_from_synthesis_pct) 50.8
set qor(grt_util_met1_pct) 21.1
set qor(number_of_enable_type_register_cells_in_the_synthesized_netlist) 32
set qor(routed_wire_length_per_instance_um) 15.8
set qor(hold_viol) 0
set qor(syn_area_mm2) 0.00149
set qor(leak_nw) 0.908
set qor(coreArea_mm2) 0.00475
set qor(drt.antenna.violating_nets) 0
set qor(yosys.area.top_type) {edfxtp_1}
set qor(postLayoutCellArea_mm2) 0.00224
set qor(syn_avg_cell_area_um2) 15.3
set qor(stage_log_warnings) 27
set qor(finish.cell_count_without_fillers) 220
set qor(ctsRootBufferMaster) {clkbuf_8}
set qor(die_width_um) 72.5
set qor(io_buffers) 32
set qor(synth.top_cells.by_count) {edfxtp_1 (32), mux2i_1 (32), o22ai_1 (16)}
set qor(finalCriticalPeriod_ns) 1.60
set qor(synth.yosys.num_cells) 97
set qor(nFillCells) 432
set qor(timing.max_cap.violations) 0
set qor(detail_route.antenna_diodes) 0
set qor(met3_usage_pct) 5.07
set qor(asyncSetResetFlopFracSynth_pct) 0
set qor(finalClockPeriodUsage_pct) 100
set qor(synth.yosys.seq_area_share_pct) 64.5
set qor(fp.dieArea_mm2) 0.00525
set qor(worst_hold_path_type) {input port to flop}
set qor(grt_setup_unrepaired) {true}
set qor(number_of_drc_violations_after_detailed_routing_iteration_0) 24
set qor(status) {completed}
set qor(most_flops_register) {gpr}
set qor(flop_cell) {edfxtp_1}
set qor(timing.final.setup_violations) 0
set qor(weighted_congestion_reported_at_the_end_of_routability_driven_placement) 0.828
set qor(chipHeight_um) 72.5
set qor(wirelength_um) 3480
set qor(worstPathRequired_ns) 1.28
set qor(grt_util_met2_pct) 27.2
set qor(drive_above_1_share_pct) 49.7
set qor(registers_with_the_highest_flip_flop_counts) {gpr: 32 flops}
set qor(number_of_i_o_pins) 33
set qor(globalRouteTotalUtil_pct) 15.8
set qor(tritoncts) {yes}
set qor(initial_core_util_pct) 31.3
set qor(synth_top_area_share_pct) 64.5
set qor(relSlewSlack_pct) 81.8
set qor(largest_register_ff_count) 32
set qor(power.density_cell_area_mw_per_mm2) 889
set qor(top_cells_area) {edfxtp_1 (65%), mux2i_1 (22%), o22ai_1 (6.7%)}
set qor(first_pass_grt_wire_length_um) 5840
set qor(postCtsHoldBufs) 0
set qor(maximum_level_of_the_cts_h_tree) 2
set qor(slew_violations) 0
set qor(clock_sinks) 32
set qor(max-clock-path-buffers) 2
set qor(worst_slew_pin_slew_ns) 0.265
set qor(standard_cell_row_count) 25
==> worst max-delay path: stages <==
cell and delay [ns]:
buf_6 0.09, or3b_4 0.47, buf_6 0.16, o22ai_2 0.13
buf_2 0.11
==> placed cells by master (no fill, tap or decap), types with 2 or more instances in the layout <==
| cell type | n |
|---|---|
| clkinv_1 | 2 |
| clkbuf_8 | 5 |
| o22ai_2 | 15 |
| clkdlybuf4s50_1 | 9 |
| mux2i_1 | 29 |
| buf_6 | 12 |
| buf_2 | 16 |
| buf_4 | 12 |
| clkbuf_2 | 3 |
| edfxtp_1 | 32 |
| mux2i_2 | 3 |
==> routing by layer <==
metal,up-vias,wire length (um)
met5,-,0
met4,0,68
li1,498,-
met3,8,214
met2,35,1790
met1,504,1410
==> area by class of cell <==
cell class                 instances  area (um^2)  share of cell area (%)
multi-input combinational         57          617                    27.5
timing repair buffer              56          477                    21.2
sequential                        32          961                    42.8
clock inverter                     3         37.5                    1.67
tap                               67         83.8                    3.73
clock buffer                       5         68.8                    3.07
==> metrics by stage <==
stage / power (mW) / utilization, % / hold slack (ns) / setup WS (ns) / TNS, ns
after floorplan: 1.10 / - / 0.419 / 0.0293 / 0
after global placement: 1.24 / 41.1 / 0.939 / -0.736 / -12.28
after detailed placement: 1.25 / 41.1 / 0.953 / -0.733 / -12.61
after CTS: 2.00 / 47.1 / 0.613 / -0.0228 / -0.140
after global routing: 2.08 / 47.2 / 0.600 / -0.0314 / -0.161
final: 1.99 / 47.2 / 0.593 / 0.000759 / 0
==> worst paths after layout <==
check	from	end	slack, ns	depth (start not counted)
hold / removal	Raddr1[0]	gpr[0][6]	0.59	4
setup / recovery	fetch	Rdata1[7]	0.0008	5
==> what timing repair did <==
action                     CTS  global route
cloned                       1             0
pin swaps                   17             1
gates resized               96            10
setup endpoints to repair   16            14
setup buffers               11             0
==> power breakdown <==
group	internal, mW	switching [mW]
clock	0.452	0.262
combinational	0.167	0.125
sequential	0.969	0.0199
==> cells by family after synthesis <==
family                 count (synthesis)  synth area share (%)
muxes                                 32                  21.5
buffers and inverters                  8                  3.19
AOI/OAI and AO/OA                     16                  6.72
DFF                                   32                  64.5
and+or+nand+nor                        9                  4.03
Power figures rest on the tool's default switching activity, not on a simulated workload.
