==> design/flow/run.sh <==
#!/bin/bash
# OpenROAD 26Q1-2900-gdf79404cd8, Yosys 0.63+post, stock flow scripts
make -C /OpenROAD-flow-scripts/flow DESIGN_CONFIG=/design/flow/config.mk WORK_HOME=/design/flow/orfs finish
==> design/flow/config.mk <==
export PLATFORM = sky130hd
export DESIGN_NAME = alu
export DESIGN_NICKNAME = alu
export VERILOG_FILES = /design/flow/design.v
export SDC_FILE = /design/flow/constraint.sdc
export NUM_CORES = 4
export LEC_CHECK = 1
export CORE_UTILIZATION = 40
==> design/flow/constraint.sdc <==
current_design alu

set clk_period 6.8
set clk_io_pct 0.2

create_clock -name clk0 -period $clk_period

set non_clock_inputs [all_inputs -no_clocks]
set_input_delay [expr $clk_period * $clk_io_pct] -clock clk0 $non_clock_inputs
set_output_delay [expr $clk_period * $clk_io_pct] -clock clk0 [all_outputs]
==> design/flow/design.v <==
module alu #(parameter n =8) (
   input logic signed [n-1:0] a, b,  
   input logic ALUfunc,  
   output logic [n-1:0] result  
);       
logic[2*n-1:0] mr;
always_comb
begin
  mr = 0;
  result = 0;  
  case(ALUfunc)
    1'b0  : begin
	    result = a+b;  
		end
	1'b1 :begin
		mr = a*b;
		result = mr[14:7];
		  end
   endcase
 end  
endmodule  
==> flow_summary.ini <==
; yosys + openroad results
[status]
status = finished, violations left
violations = setup timing

[route]
ant_nets = 0
wire_per_inst_um = 13.28
wl_um = 6108
viasPerCell = 4.689
drtPass1Iterations = 4
num_antenna_cells = 0
drc_errors = 0
num_vias = 2157
drt_iter0_drc = 62

[pwr]
peakVddDrop_mv = 0.3478
fin_total_pwr_w = 0.001182
cellLeakagePower_nw = 1.844
swShare_pct = 44.84
power_frac_clock_pct = 0
powerDensity_nw_per_um2 = 321.9
p_switching_w = 0.0005299
p_seq_share_pct = 0
internal_power_w = 0.0006519
power_frac_comb_pct = 100.0

[yosys]
synth_top_cell_by_count = inv_1
avgSynthCellArea_um2 = 8.617
synth_cell_type_count = 35
ys_chip_area_um2 = 2585
synth_seq_share_pct = 0
yosys.area.top_type_share_pct = 39.50
top_area_cell = fa_1
synthTopCellsByArea = fa_1, ha_1, inv_1
synthTopCellsByCount = inv_1, fa_1, and2_1
syn_area_um2 = 2585
synth_warnings = 1
syn_inst = 300
ys_cells = 300

[flow_run]
drv_cap = 0
tool_warnings = 34

[worst_setup_path]
cp-start-kind = primary input
critical_path_peak_fanout = 4
critical-path-slowest-cell = fa_1
max_stage_delay_ns = 0.54
critPathTopFamily = adder cells
crit_chain = buf_6, buf_6, fa_1, inv_2, fa_1, inv_2, fa_1, inv_1, fa_1, inv_2, ha_4, a21oi_2, nand2_2, buf_6, or3_4, a31o_4, a211oi_2, o22ai_1, buf_2
cp_data_required_time_ns = 5.44
worstPathArrival_ns = 5.49
crit_top_cell = fa_1
end_kind = primary output
cp_num_buf_inv = 8
path_class = in -> out

[die]
io_pins = 25
row_count = 28
core_um2 = 6061
chipHeight_um = 82.39
dieArea_um2 = 6788
core_util_floorplan_pct = 42.65
die_x_um = 82.39

[final_layout]
clockBufferCount = 0
filler_cell_count = 493
flop-count = 0
flop_area_um2 = 0
fin_area_um2 = 3671
drive_gt1_share_pct = 36.10
syn_to_final_growth_pct = 42.01

[timing]
fmax_ghz = 0.1460
finalClockPeriodUsage_pct = 100.7
rsz0062_at_grt = yes
worst_pin_slew_ns = 0.5901
slew_viol_final = 0
fin_tns_setup_ns = -0.09774
hold_slack_ns = 3.284
period_needed_ns = 6.850
worst_slack_ns = -0.05047
final_hold_viol_count = 0
finalSetupViolCount = 3
max_slew_margin_pct = 60.54

[placed_design]
dpl_cell_area_um2 = 3338
gp_congestion = 0.8840
dp_hpwl_um = 5353
io_buffers = 25
post-place-ws_ns = -1.017

[global_route]
antenna_found_initial = 0
grt_first_pass_wirelength_um = 10780
track_usage_pct = 22.29
grt_overflow = 0
grt_max_degree = 18
grt_pass1_vias = 2296

[clocking]
cts_hold_buf = 0

[hold_path]
min-delay-path-class = in -> out
## power by group through the flow
| stage | sequential [W] | combinational [W] | clock (W) |
|---|---|---|---|
| finish | 0 | 0.00118 | 0 |
| CTS | 0 | 0.00116 | 0 |
| global route | 0 | 0.00132 | 0 |
## worst paths after layout
check  from  slack (ns)   endpoint  cells after the start
max    b[7]       -0.05  result[5]                     19
min    a[5]        3.28  result[5]                      5
## what timing repair did
action	CTS	global route
resized	146	22
pin swaps	45	13
buffers inserted	6	1
setup endpoints to repair	8	7
## cells in the final DEF, fill, tap and decap left out, drive strengths merged
master         count
buf               79
inv               78
fa                51
and2              36
ha                32
nand2             16
xnor2             12
a21oi             12
nor2b              8
o21ai              7
xor2               6
nor2               5
nand3              4
clkdlybuf4s50      3
clkbuf             3
nand2b             3
o21a               2
o211ai             2
dlygate4sd2        2
nor3               2
o22ai              2
a21boi             2
a211oi             2
or2                2
and3               1
and4b              1
a211o              1
or3                1
a21o               1
a31o               1
nor3b              1
mux2i              1
o21bai             1
mux2               1
or4b               1
a2111oi            1
o31a               1
dlymetal6s2s       1
## cells by family (layout without fill, tap and decap cells)
family / after synthesis / in the layout / share of synthesized area, %
AOI/OAI and AO/OA: 35 / 35 / 8.422
adders and majority gates: 83 / 83 / 54.99
xor gates and xnor gates: 18 / 18 / 6.389
and+or+nand+nor: 81 / 81 / 17.62
muxes: 2 / 2 / 0.8228
buffers and inverters: 81 / 166 / 11.76
## metrics by stage
step	cells	utilization (%)
final	460	60.57
after global routing	460	60.57
after CTS	459	59.54
after detailed placement	453	55.08
after global placement	453	55.08
after floorplan	300	-
## routing by layer
metal / part of all wire [%] / GRT usage, % / routed length, um / vias up
met5: 0 / 0 / 0 / -
met4: 1.1 / 1.404 / 70 / 0
met3: 3.9 / 3.233 / 238 / 6
met2: 49 / 37.85 / 2995 / 33
met1: 46 / 32.71 / 2804 / 1029
li1: - / - / - / 1089
## final cells by class
type	count	area [um^2]	area share, %
repair buffers	88	729.5	19.87
well taps	75	93.84	2.556
inverters	78	292.8	7.975
multi-input cells	219	2555	69.60
No activity file was given, so power comes from the tool's default toggle rates.
